[flow/run.sh]
#!/bin/bash
# OpenROAD 26Q1-2900-gdf79404cd8, Yosys 0.63+post, stock flow scripts
make -C /OpenROAD-flow-scripts/flow DESIGN_CONFIG=/design/flow/config.mk WORK_HOME=/design/flow/orfs finish
[flow/config.mk]
export PLATFORM = sky130hd
export DESIGN_NAME = uart
export DESIGN_NICKNAME = uart
export VERILOG_FILES = /design/flow/design.v
export SDC_FILE = /design/flow/constraint.sdc
export NUM_CORES = 4
export LEC_CHECK = 1
export CORE_UTILIZATION = 40
[flow/design.v]
module clock_gen #(
	parameter WIDTH = 9,
	parameter [WIDTH-1:0] SIZE = 434
) (
	output o_clk,
	input  i_srst,
	input  i_nrst,
	input  i_clk
);
localparam [WIDTH-1:0] ONE = 1;
reg [WIDTH-1:0] cnt;
assign o_clk = cnt == 0;
always @(posedge i_clk, negedge i_nrst) begin
	if (!i_nrst)
		cnt <= {WIDTH{1'b0}};
	else begin
		if (i_srst)
			cnt <= SIZE >> 1;
		else begin
			if (SIZE - 1 == cnt)
				cnt <= {WIDTH{1'b0}};
			else
				cnt <= cnt + ONE;
		end
	end
end
endmodule
module rx #(
	parameter WIDTH_DATA = 8
) (
	input                   i_rx,
	output reg              o_rdy,
	output [WIDTH_DATA-1:0] o_data,
	output                  o_srst_clk,
	input                   i_re,
	input                   i_nrst,
	input                   i_clk,
	input                   clk_rx
);
localparam [3:0] STATE_DATA_FIRST = 0;
localparam [3:0] STATE_DATA_LAST  = WIDTH_DATA - 1;
localparam [3:0] STATE_STOP       = STATE_DATA_LAST + 1;
localparam [3:0] STATE_IDLE       = STATE_STOP + 1;
localparam [3:0] STATE_START      = STATE_IDLE + 1;
wire i_buf;
reg detr_clk_front;
reg detr_start;
reg [WIDTH_DATA-1:0] sipo;
reg [3:0] state;
wire ev_pe = clk_rx && ~detr_clk_front;
wire ev_ne = ~i_buf && detr_start;
wire en_sipo = ev_pe && STATE_DATA_FIRST <= state && STATE_DATA_LAST >= state;
assign o_data = sipo;
assign o_srst_clk = STATE_IDLE == state && ev_ne;
	reg  [1:0] dsync;
	always @(posedge i_clk, negedge i_nrst) begin
		if (!i_nrst)
			dsync <= 2'b11;
		else begin
			dsync <= {dsync[0], i_rx};
		end
	end
	assign i_buf = dsync[1];
always @(posedge i_clk, negedge i_nrst) begin
	if (!i_nrst)
		detr_clk_front <= 1'b0;
	else begin
		detr_clk_front <= clk_rx;
	end
end
always @(posedge i_clk, negedge i_nrst) begin
	if (!i_nrst)
		detr_start <= 1'b1;
	else begin
		detr_start <= i_buf;
	end
end
always @(posedge i_clk, negedge i_nrst) begin
	if (!i_nrst)
		o_rdy <= 1'b0;
	else begin
		if (i_re)
			o_rdy <= 1'b0;
		if (STATE_DATA_LAST == state && ev_pe)
			o_rdy <= 1'b1;
	end
end
always @(posedge i_clk, negedge i_nrst) begin
	if (!i_nrst)
		sipo <= {WIDTH_DATA{1'b1}};
	else begin
		if (en_sipo)
			sipo <= {i_buf, sipo[WIDTH_DATA-1:1]};
	end
end
always @(posedge i_clk, negedge i_nrst) begin
	if (!i_nrst)
		state <= STATE_IDLE;
	else begin
		case (state)
		STATE_STOP: begin
			if (ev_ne)
				state <= ev_pe ? STATE_START : state;
			else
				state <= ev_pe ? STATE_IDLE : state;
		end
		STATE_IDLE:  state <= ev_ne ? STATE_START : state;
		STATE_START: state <= ev_pe ? STATE_DATA_FIRST : state;
		default:     state <= ev_pe ? state + 4'b1 : state;
		endcase
	end
end
endmodule
module tx #(
	parameter WIDTH_DATA = 8,
	parameter NB_STOP = 2
) (
	output reg              o_buf,
	output reg              o_mty,
	input                   i_we,
	input  [WIDTH_DATA-1:0] i_data,
	input                   i_nrst,
	input                   i_clk, clk_tx
);
localparam [3:0] STATE_DATA_FIRST = 0;
localparam [3:0] STATE_DATA_LAST  = WIDTH_DATA - 1;
localparam [3:0] STATE_STOP_FIRST = WIDTH_DATA;
localparam [3:0] STATE_STOP_LAST  = WIDTH_DATA + NB_STOP - 1;
localparam [3:0] STATE_IDLE       = STATE_STOP_LAST + 1;
localparam [3:0] STATE_START      = STATE_IDLE + 1;
reg [1:0] detr_clk_front;
wire ev_pe = detr_clk_front[1] && ~detr_clk_front[0];
reg ev_start;
reg load;
reg [WIDTH_DATA-1:0] piso;
reg [3:0] state;
wire en_piso = ev_pe && (STATE_DATA_FIRST <= state && STATE_DATA_LAST >= state || STATE_START == state);
always @(*) begin
	if (STATE_STOP_LAST == state || STATE_IDLE == state)
		ev_start = ev_pe && load;
	else
		ev_start = 1'b0;
	if (STATE_STOP_FIRST <= state && STATE_IDLE >= state)
		o_mty = !load;
	else
		o_mty = 1'b0;
end
always @(posedge i_clk, negedge i_nrst) begin
	if (!i_nrst)
		detr_clk_front <= 2'b0;
	else begin
		detr_clk_front <= {clk_tx, detr_clk_front[1]};
	end
end
always @(posedge i_clk, negedge i_nrst) begin
	if (!i_nrst)
		load <= 1'b0;
	else begin
		if (i_we)
			load <= 1'b1;
		if (ev_start)
			load <= 1'b0;
	end
end
always @(posedge i_clk, negedge i_nrst) begin
	if (!i_nrst)
		piso <= {WIDTH_DATA{1'b1}};
	else begin
		if (i_we)  
			piso <= i_data;
		else if (en_piso)
			piso <= {1'b1, piso[WIDTH_DATA-1:1]};
	end
end
always @(posedge i_clk, negedge i_nrst) begin
	if (!i_nrst)  
		o_buf <= 1'b1;
	else begin
		if (ev_start)  
			o_buf <= 1'b0;
		else if (en_piso)
			o_buf <= piso[0];
		else if (STATE_STOP_FIRST <= state && STATE_IDLE >= state)
			o_buf <= 1'b1;
	end
end
always @(posedge i_clk, negedge i_nrst) begin
	if (!i_nrst)
		state <= STATE_STOP_FIRST;
	else begin
		case (state)
		STATE_STOP_LAST: state <= ev_start ? STATE_START : state;
		STATE_IDLE: state <= ev_start ? STATE_START : state;
		STATE_START: state <= ev_pe ? STATE_DATA_FIRST : state;
		default: state <= ev_pe ? state + 4'b1 : state;
		endcase
	end
end
endmodule
module uart #(
	parameter WIDTH_DATA = 8,
	parameter NB_STOP = 2,
	parameter CLK_SIZE = 434,
	parameter WIDTH_CLK = 9
) (
	input                   i_rx,
	output                  o_tx,
	output [WIDTH_DATA-1:0] o_data,
	output                  o_rdy,
	output                  o_mty,
	input                   i_re,
	input                   i_we,
	input  [WIDTH_DATA-1:0] i_data,
	input                   i_nrst,
	input                   i_clk
);
wire clk_rx, clk_tx;
wire srst_clk_rx;
rx #(
	.WIDTH_DATA (WIDTH_DATA)
) m_rx (
	.i_rx   (i_rx),
	.o_rdy  (o_rdy),
	.o_data (o_data),
	.o_srst_clk(srst_clk_rx),
	.i_re   (i_re),
	.i_nrst (i_nrst),
	.clk_rx (clk_rx),
	.i_clk  (i_clk)
);
tx #(
	.WIDTH_DATA (WIDTH_DATA),
	.NB_STOP    (NB_STOP)
) m_tx (
	.o_buf  (o_tx),
	.o_mty  (o_mty),
	.i_we   (i_we),
	.i_data (i_data),
	.i_nrst (i_nrst),
	.clk_tx (clk_tx),
	.i_clk  (i_clk)
);
clock_gen #(
	.WIDTH(WIDTH_CLK),
	.SIZE(CLK_SIZE)
) rx_clock (
	.o_clk (clk_rx),
	.i_srst(srst_clk_rx),
	.i_nrst(i_nrst),
	.i_clk (i_clk)
);
clock_gen #(
	.WIDTH(WIDTH_CLK),
	.SIZE(CLK_SIZE)
) tx_clock (
	.o_clk (clk_tx),
	.i_srst(1'b0),
	.i_nrst(i_nrst),
	.i_clk (i_clk)
);
endmodule
[flow/constraint.sdc]
current_design uart

set clk_period 2.7
set clk_io_pct 0.2

create_clock -name clk0 -period $clk_period [get_ports {i_clk}]

set non_clock_inputs [all_inputs -no_clocks]
set_input_delay [expr $clk_period * $clk_io_pct] -clock clk0 $non_clock_inputs
set_output_delay [expr $clk_period * $clk_io_pct] -clock clk0 [all_outputs]
==> results.txt <==
From the run reports.

- The count of cells in the finished layout, fillers not included, comes to 343.
- The total routed wirelength reads 4073 um.
- The final weighted congestion in routability-driven placement reads between 0.8 and 0.9.
- In this design, the largest share of critical-path delay is due to buffers and inverters.
- The average detailed-routed wire length per instance reads 11.87 um.
- The maximum clock path buffer count is 2.
- The distinct cell type count of the synthesized netlist reads 39.
- The first routing iteration left a little under 60 violations.
- According to the floorplan report, the total die area is ~0.0066 mm^2.
- The flop and latch count out of synthesis is slightly above 50.
- The nature of the critical path startpoint is a flop.
- The setup slack of the most critical reg-to-reg path is between 0.7 and 0.8 ns.
- The highest-delay cell along the critical path is sky130_fd_sc_hd__clkdlybuf4s50_1.
- The initial core utilization reads between 40% and 50%.
- In the Yosys report, the sequential cells make up ~52% of the chip area.
- The region available for standard cell placement spans approximately 0.0060 mm^2.
- The launching instance or port of the critical path is m_tx.state[0].
- The worst-case vdd ir drop reads 0.2906 mV.
- All stages included, the depth of the critical timing path comes to 6.
- The post-synthesis cell count from yosys is 238.
- The post-detailed-route count of antenna-violating nets is 0.
- The tally of OpenROAD warnings is 37.
- The number of levels in the clock H-tree reads 2.
- The flow reported a cell area power density of ~460 mW/mm^2.
- The post-cts resize count reads 0.
- The number of I/O pins reads 24.
- The synthesized area reads roughly 0.0025 mm^2.
- The initialized floorplan defines 28 standard-cell rows.
- The flow measured a signed area growth from synthesis to layout of 16.92%.
- Synthesis handed over a netlist of 238 instances.
- The actual transition at the worst max-transition pin reads about 0.65 ns.
- The pin count of the biggest net entering global routing reads approximately 52.
- The worst path uses 87.17% of the clock period.
- The max-cap violation count reads 0.
- The clock transition time at the flip-flop clock pins of the worst setup and hold paths reads roughly 0.09 ns.
- The flow ran to the end, and the final reports show no timing, DRC or antenna violations.
- For this run, the final setup violation count is recorded as 0.
- The start-to-end type of the worst setup path is flop to primary output.
- Listed in order, past its start point the critical path passes inv_1 > ha_1 > nand2b_1 > nand2_1 > nor2_1 > clkdlybuf4s50_1.
- Setup repair after global routing left no endpoint under its margin.
- By instance count after routing, the leading logic cell types are sky130_fd_sc_hd__dfrtp_1 (28), sky130_fd_sc_hd__o21ai_0 (24), sky130_fd_sc_hd__nor2_1 (23), sky130_fd_sc_hd__dfstp_2 (23), sky130_fd_sc_hd__clkdlybuf4s50_1 (22).
- The total number of vias reads between 1500 and 2000.
- The number of inserted diodes reads 0.
- The tally of buffers added on design ports reads 23.
- Among logic cells in the layout, the one with the most instances is sky130_fd_sc_hd__dfrtp_1.
- The aggregate negative setup slack is 0 ns.
- The number of buffers added by the clock tree synthesis step is 5.
- STA classifies the critical path endpoint as a primary output.
- The global route stage reports its total congestion overflow as 0.
- The minimum clock period is between 2 and 2.5 ns.
- The launch point of the worst reg-to-reg path is rx_clock.cnt[0].
- The post-placement cell count reads 335.
- In the placement report, post-DP HPWL is listed as ~2800 um.
- The die boundary height reads 81.27 um.
- The later pin in the worst-skew pair is clocked with a latency of around 0.3 ns.
- The width of the die reads 81.27 um.
- The share of layout cells above drive strength 1 reads roughly 17%.
- The initial antenna violation count is 0.
- Per the detail_route report, DRC violations left total 0.
- The leakage power is 1.213 nW.
- Clock skew on the completed layout was measured at roughly 0.015 ns.
- The chip area line of the yosys report reads approximately 0.0025 mm^2.
- TritonCTS built the clock tree.
- The number of global-route vias before repair reads about 1600.
- The number of max-slew violations in the final report is 0.
- The critical path contains buffers and inverters numbering 2 combined.
- Clock tree synthesis selected as its root buffer the cell sky130_fd_sc_hd__clkbuf_8.
- The total routing resource utilization after global routing reads between 10% and 20%.
- The peak fanout along the critical path is 6.
- Hold repair after CTS inserted 0 buffers.
- The endpoint required time on the critical path is 2.16 ns.
- The number of cells on the worst reg-to-reg path is 6.
- The tally of filler cells in the layout is 521.
- The average via count per standard cell is roughly 5.
- The number of sinks on the clock net is between 50 and 60.
- The endpoint of the worst setup timing path reads o_mty.
- The global-route wire length before repair reads around 7400 um.
- The headroom to the max-slew limit is a little under three fifths.
- The total of warnings raised by yosys reads 3.
- The number of endpoints with negative hold slack in the final report reads 0.
- The data arrival time of the critical path reads 1.81 ns.
- The path class of the lowest-slack min-delay path is primary input to async pin.
- The post-CTS setup buffer count is 0.
- The first-pass iteration count of the detailed router reads 4.
- The endpoint identified for the worst register-to-register timing path is m_rx.o_rdy.
- The biggest cell delay along the critical path reads approximately 0.46 ns.
- The average cell area after synthesis is 10.56 um^2.
- The maximum achievable frequency reads about 420 MHz.
## cell type report
class                      instances  area (um^2)  share of cell area, %
timing repair buffer              24        232.7                  7.918
tap                               75        93.84                  3.193
inverter                          13        48.80                  1.660
sequential                        51         1305                  44.40
multi-input combinational        172         1152                  39.21
clock buffer                       7        76.32                  2.597
clock inverter                     1        30.03                  1.022
## cells in the mapped netlist (all sizes together)
master  count  area (um^2)
nor2b       6        37.54
nand4       2        12.51
o32a        1        10.01
clkbuf      2        7.510
a21oi       8        43.79
and4        2        17.52
xor2        6        52.55
o221a       1        11.26
nor4b       1        8.760
ha         15        187.7
a22oi       1        7.510
nor2       23        86.33
nor3        7        40.04
o211ai      1        7.510
or4         1        11.26
o22ai       1        6.260
nor4        1        6.260
mux2       10        112.6
nand2      20        77.58
dfstp      23        604.3
nand3       8        40.04
nand2b      6        37.54
inv        13        48.80
xnor2       4        35.03
or3         6        37.54
o311ai      1        8.760
dfrtp      28        700.7
nand3b      1        7.510
mux2i       7        70.07
and2        1        6.260
or4b        1        10.01
a31oi       2        12.51
a211oi      2        15.01
o221ai      1        8.760
o21ai      24        120.1
and3        1        6.260
## power by group
group / switching [W] / internal (W) / leakage [nW]
Sequential: 0.00000730 / 0.000789 / 0.601
Clock: 0.000232 / 0.000277 / 0.0524
Combinational: 0.0000272 / 0.0000252 / 0.560
## flip-flops by register name, indices dropped and copies added (netlist names)
name	flops
m_tx.state	4
m_rx.sipo	8
m_rx.detr_clk_front	1
rx_clock.cnt	9
m_rx.o_rdy	1
m_tx.detr_clk_front	2
m_rx.state	4
m_tx.o_buf	1
m_tx.piso	8
m_tx.load	1
m_rx.dsync	2
tx_clock.cnt	9
m_rx.detr_start	1
## layer usage
metal  track usage (%)  vias to the layer above  part of all wire [%]
li1                  -                      885                     -
met1             23.65                      796                    54
met2             21.08                       24                    41
met3             3.307                        5                   3.0
met4             1.607                        0                   1.5
met5                 0                        -                     0
## metrics by stage
stage          cell area (um^2)  total power, W  utilization, %  hold WS [ns]  worst slack [ns]
6_report                   2939        0.001358           49.06        0.3316            0.3463
5_1_grt                    2939        0.001419           49.06        0.3720            0.1731
3_3_place_gp               2833       0.0008642           47.28        0.3592            0.7284
3_5_place_dp               2833       0.0008639           47.28        0.3539            0.6954
2_1_floorplan              2514       0.0008234               -        0.2444            0.8536
4_1_cts                    2939        0.001388           49.06        0.3491            0.3318
## cells by family after synthesis
logic type,count (synthesis),share of synthesized area (%)
buffers and inverters,15,2.240
muxes,17,7.267
adders and majority gates,15,7.466
AOI/OAI and AO/OA,43,10.01
and+or+nand+nor,87,17.62
xor gates and xnor gates,10,3.484
DFF,51,51.92
## worst min-delay path by stage
stage,startpoint,end,slack [ns]
5_1_grt,m_rx.dsync[0],m_rx.dsync[1],0.37
6_report,i_nrst,rx_clock.cnt[0],0.33
4_1_cts,i_nrst,tx_clock.cnt[5],0.35
## worst register-to-register path: cells and delay by family, from the launching register on
kind / cells / cell delay, ns
simple gates: 3 / 1.17
compound gates: 1 / 0.08
buf+inv: 1 / 0.08
flops: 1 / 0.44
fa+ha+maj: 1 / 0.13
Power and IR drop assume default switching activity.
